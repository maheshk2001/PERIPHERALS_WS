--- ./run.sh ---
#!/bin/bash
# OpenROAD 26Q1-2900-gdf79404cd8, Yosys 0.63+post, stock flow scripts
make -C /OpenROAD-flow-scripts/flow DESIGN_CONFIG=/design/flow/config.mk WORK_HOME=/design/flow/orfs finish
--- ./config.mk ---
export PLATFORM = sky130hd
export DESIGN_NAME = FIFO
export DESIGN_NICKNAME = FIFO
export VERILOG_FILES = /design/flow/design.v
export SDC_FILE = /design/flow/constraint.sdc
export NUM_CORES = 4
export LEC_CHECK = 1
export CORE_UTILIZATION = 40
--- ./constraint.sdc ---
current_design FIFO

set clk_period 4.9
set clk_io_pct 0.2

create_clock -name clk0 -period $clk_period [get_ports {clk}]

set non_clock_inputs [all_inputs -no_clocks]
set_input_delay [expr $clk_period * $clk_io_pct] -clock clk0 $non_clock_inputs
set_output_delay [expr $clk_period * $clk_io_pct] -clock clk0 [all_outputs]
--- ./design.v ---
module FIFO (
    input wire clk,
    input wire rst_n,            
    input wire wr_en,            
    input wire rd_en,            
    input wire [31:0] din,       
    output reg [31:0] dout,      
    output reg full,             
    output reg empty             
);
    parameter DEPTH = 16;
    parameter ADDR_WIDTH = 4;    
    reg [31:0] mem [0:DEPTH-1];  
    reg [ADDR_WIDTH-1:0] wr_ptr;
    reg [ADDR_WIDTH-1:0] rd_ptr;
    reg [ADDR_WIDTH:0] count;    
    always @(posedge clk or negedge rst_n) begin
        if (!rst_n) begin
            wr_ptr <= 0;
        end else if (wr_en && !full) begin
            mem[wr_ptr] <= din;
            wr_ptr <= wr_ptr + 1;
        end
    end
    always @(posedge clk or negedge rst_n) begin
        if (!rst_n) begin
            rd_ptr <= 0;
            dout <= 0;
        end else if (rd_en && !empty) begin
            dout <= mem[rd_ptr];
            rd_ptr <= rd_ptr + 1;
        end
    end
    always @(posedge clk or negedge rst_n) begin
        if (!rst_n) begin
            count <= 0;
        end else begin
            case ({wr_en && !full, rd_en && !empty})
                2'b10: count <= count + 1;  
                2'b01: count <= count - 1;  
                default: count <= count;    
            endcase
        end
    end
    always @(posedge clk or negedge rst_n) begin
        if (!rst_n) begin
            full <= 0;
            empty <= 1;
        end else begin
            full <= (count == DEPTH);
            empty <= (count == 0);
        end
    end
endmodule
==> flow_metrics.py <==
# Generated from Yosys and OpenROAD reports
metrics = {
    "finish": {
        "post-route-cell-area_um2": 24770,
        "area_growth_pct": 15.66,
        "final_cells": 2123,
        "drive_gt1_frac": 0.1206,
        "final_core_util": 0.4695,
    },
    "global_route": {
        "met1_usage": 0.3093,
        "grt_overflow": 0,
        "grt_max_degree": 53,
        "met2_usage": 0.3516,
        "antenna_found_initial": 0,
        "grt.busiest_layer": "met2",
        "track_usage": 0.2426,
        "use_met3": 0.1735,
        "grt_pass1_wl_mm": 87.02,
        "grt_pass1_vias": 13400,
    },
    "place": {
        "place.gp.congestion": 0.8554,
        "dp.cells": 2021,
        "port_buffers": 69,
        "dpl_cell_area_um2": 23080,
        "dp_hpwl_mm": 32.92,
    },
    "clock_network": {
        "cts_resized": 0,
        "cts-root-buf": "clkbuf_16",
        "cts_setup_buffers": 0,
        "cts_tree": "built",
        "cts.clk_slew.worst_paths_ns": 0.06,
        "clkLatencyLatePin_ns": 0.61,
        "clock-sinks": 559,
        "cts_max_path_buffers": 3,
        "hold_buffers": 0,
        "cts_made_buffers": 54,
        "htreeDepth": 2,
    },
    "timing": {
        "post-route-min-period_ns": 3.163,
        "timing.final.crit_share": 0.6454,
        "fmax_mhz": 316.2,
        "slew_headroom": 0.3773,
        "setup-tns-final_ns": 0,
        "hold_viol_final": 0,
        "skew_ns": 0.02438,
        "maxSlewViolCount": 0,
        "worstMarginPinSlew_ns": 0.9321,
        "setup_violations": 0,
        "rsz0062_at_grt": "false",
    },
    "routing": {
        "drt_iter0_markers": 955,
        "wl_per_cell_um": 27.94,
        "drtPass1Iterations": 24,
        "wl_mm": 59.31,
        "dr_total_vias": 12580,
        "drt.antenna.violating_nets": 0,
        "viasPerCell": 5.926,
        "drc": 0,
        "insertedDiodeCount": 0,
    },
    "yosys": {
        "most_common_cell": "edfxtp_1",
        "netlist-cell-type-count": 61,
        "synth_area_um2": 21420,
        "top_area_frac": 0.7179,
        "largest_area_cell": "edfxtp_1",
        "numSynthFlops": 559,
        "yosys_area_um2": 21420,
        "async_flop_share": 0.08408,
        "top_cells_by_count": "edfxtp_1 (512), a22oi_1 (67), nand2_1 (61)",
        "synth.avg_cell_area_um2": 16.35,
        "ys_cells": 1310,
        "ff_type": "edfxtp_1",
        "synthCells": 1310,
        "synth.area.top_cells": "edfxtp_1 (72%), dfrtp_1 (5.4%), a22oi_1 (2.3%)",
        "synth_sequential_area_ratio": 0.7729,
        "edf_count": 512,
        "yosys_warnings": 2,
    },
    "power_and_ir_drop": {
        "pwr-share-comb": 0.313,
        "pwr-share-clk": 0.276,
        "switching_share": 0.3444,
        "power_frac_seq": 0.411,
        "irDropWorstVdd_mv": 0.4969,
        "p_int_mw": 9.445,
        "p_sw_mw": 4.963,
        "p_per_area_nw_per_um2": 581.6,
        "power_mw": 14.41,
        "p_leak_nw": 7.912,
    },
    "worst_setup_path": {
        "end_kind": "flop",
        "rr_endpoint": "dout[27]",
        "critical_path_class": "flop to flop",
        "r2r_start": "rd_ptr[0]",
        "startpoint_type": "flop",
        "worstPathRequired_ns": 5.42,
        "critPathArrivalTime_ns": 3.69,
        "crit_path_start": "rd_ptr[0]",
        "ff2ff_path_depth": 9,
        "reg2reg_slack_ns": 1.74,
        "cp_max_fo": 50,
    },
    "die": {
        "chipWidth_um": 233.4,
        "fp.dieH_um": 233.4,
        "rows": 84,
        "core_um2": 52760,
        "fp_util": 0.4059,
        "ioPinCount": 70,
        "die-area_um2": 54470,
    },
    "flow_run": {
        "cap_violations": 0,
        "warnings": 32,
    },
    "status": {
        "status": "finished clean",
    },
    "worst_hold_path": {
        "hold_class": "primary input to asynchronous set/reset pin",
    },
}
-- through the flow --
step                setup slack, ns  hold WS, ns
floorplan                    0.6708       0.3988
global placement              1.262       0.4380
detailed placement            1.272       0.4280
CTS                           1.768       0.3643
global route                  1.657       0.4061
finish                        1.737       0.3827
-- state kept, by name, indices dropped and copies added (netlist names) --
name and count:
wr_ptr 4, dout 32, full 1, rd_ptr 4, mem 512, count 5, empty 1
-- layout make-up --
class,instances,area (um2)
inverters,8,30.03
well taps,688,860.8
flip-flops and latches,559,16560
repair buffers,119,1111
multi-input cells,647,4517
clock buffers,81,1523
fillers,4399,27990
clock inverters,21,170.2
-- worst max-delay path, cell delays in order, from the launching register on --
cell and delay (ns):
dfrtp_1 0.47, inv_1 0.23, ha_4 0.53, buf_4 0.67, nor2b_1 0.21, buf_4 0.22, a221oi_1 0.12, nor3_1 0.30
nor4_1 0.12, o21ai_0 0.16
-- how the worst max path moves through the flow --
stage                 endpoint  slack, ns  depth (start not counted)
after global routing  dout[27]       1.66                          9
after CTS             dout[27]       1.77                          9
final                 dout[27]       1.74                          9
-- power by group through the flow --
| stage | combinational (mW) | sequential (mW) | clock, mW |
|---|---|---|---|
| finish | 4.51 | 5.92 | 3.98 |
| CTS | 4.52 | 5.93 | 4.04 |
| global route | 4.87 | 5.97 | 4.20 |
-- cell families after synthesis --
kind of cell / after synthesis / share of synthesized area
AND-OR/OR-AND: 350 / 0.1174
XOR/XNOR: 12 / 0.004907
adder cells (fa/ha/maj): 12 / 0.007010
buffers and inverters: 104 / 0.02384
flip-flops: 559 / 0.7729
multiplexers: 41 / 0.02208
AND/OR/NAND/NOR: 232 / 0.05194
-- layer usage --
layer,part of all wire,vias up
li1,-,5465
met1,0.35,6166
met2,0.47,856
met3,0.16,90
met4,0.023,4
met5,0.0020,-
-- layout by cell type, fill, tap and decap left out, types with 10 or more instances in the layout --
master / n
edfxtp_1: 512
clkdlybuf4s50_1: 68
a22oi_1: 67
nand2_1: 61
o21ai_0: 60
clkbuf_16: 54
a21oi_1: 51
buf_4: 46
nand3_1: 44
dfrtp_1: 44
a221oi_1: 34
nor2_1: 33
mux2i_1: 27
a222oi_1: 26
a31oi_1: 23
nor3_1: 22
clkbuf_1: 20
a22o_1: 15
or3_1: 15
nor2_4: 12
nor2b_1: 11
a32oi_1: 11
mux2_2: 10
clkinv_2: 10
Power is estimated from default activity; no workload was simulated.

[flow/run.sh]
#!/bin/bash
# OpenROAD 26Q1-2900-gdf79404cd8, Yosys 0.63+post, stock flow scripts
make -C /OpenROAD-flow-scripts/flow DESIGN_CONFIG=/design/flow/config.mk WORK_HOME=/design/flow/orfs finish
[flow/config.mk]
export PLATFORM = sky130hd
export DESIGN_NAME = Baud_CLK
export DESIGN_NICKNAME = Baud_CLK
export VERILOG_FILES = /design/flow/design.v
export SDC_FILE = /design/flow/constraint.sdc
export NUM_CORES = 4
export LEC_CHECK = 1
export CORE_UTILIZATION = 30
[flow/constraint.sdc]
current_design Baud_CLK

set clk_period 8.4
set clk_io_pct 0.2

create_clock -name clk0 -period $clk_period [get_ports {clk}]

set non_clock_inputs [all_inputs -no_clocks]
set_input_delay [expr $clk_period * $clk_io_pct] -clock clk0 $non_clock_inputs
set_output_delay [expr $clk_period * $clk_io_pct] -clock clk0 [all_outputs]
[flow/design.v]
module Baud_CLK(clk, rst, div_val, clk_out);
    parameter WIDTH = 32;
    input wire clk;
    input wire rst;
    input wire [WIDTH-1:0] div_val;
    output reg clk_out;
    reg [WIDTH-1:0] counter;
    always @(posedge clk) begin
        if (rst) begin
            counter <= 0;
            clk_out <= 0;
        end else begin
            if (div_val > 1) begin
                if (counter == div_val - 1) begin
                    counter <= 0;
                    clk_out <= ~clk_out;
                end else begin
                    counter <= counter + 1;
                end
            end else begin
                clk_out <= clk;
            end
        end
    end
endmodule
==> impl_metrics.xml <==
<?xml version="1.0" encoding="UTF-8"?>
<metrics>
  <group name="run_status">
    <metric name="outcome" unit="">finished clean</metric>
  </group>
  <group name="global_routing">
    <metric name="grt.overflow.total" unit="">0</metric>
    <metric name="grt_pass1_vias" unit="">2304</metric>
    <metric name="grt_start_max_net_pins" unit="">31</metric>
    <metric name="number_of_antenna_violations_at_the_first_check_in_global_routing" unit="">0</metric>
    <metric name="grt_usage" unit="%">14.77</metric>
    <metric name="grt_first_pass_wirelength" unit="um">11230</metric>
  </group>
  <group name="pwr">
    <metric name="p_sw_share" unit="%">25.17</metric>
    <metric name="ir_drop" unit="mV">0.05344</metric>
    <metric name="p_comb_share" unit="%">15.8</metric>
    <metric name="power.static_leakage" unit="nW">1.099</metric>
    <metric name="seqPwrFrac" unit="%">42.3</metric>
    <metric name="clock_power_share" unit="%">41.8</metric>
    <metric name="net_load_switching_power" unit="uW">94.75</metric>
    <metric name="cellPowerDensity" unit="mW/mm2">116.0</metric>
    <metric name="internal_power" unit="uW">281.7</metric>
  </group>
  <group name="sta">
    <metric name="relSlewSlack" unit="%">49.02</metric>
    <metric name="report.final.hold_viol_count" unit="">0</metric>
    <metric name="finalClockSkew" unit="ns">0.004090</metric>
    <metric name="min_hold_slack" unit="ns">0.08064</metric>
    <metric name="tightest_slew" unit="ns">0.7627</metric>
    <metric name="tcrit_tclk_final" unit="%">64.11</metric>
    <metric name="post-route-worst-setup-slack" unit="ns">3.015</metric>
    <metric name="final_max_slew_viol_count" unit="">0</metric>
    <metric name="finalWorstPathRequiredPeriod" unit="ns">5.385</metric>
    <metric name="setup_violations" unit="">0</metric>
    <metric name="fmaxAchievable" unit="MHz">185.7</metric>
    <metric name="final.setup.tns" unit="ns">0</metric>
    <metric name="rsz0062_at_grt" unit="">no</metric>
  </group>
  <group name="floorplan">
    <metric name="chipHeight" unit="um">96.87</metric>
    <metric name="io_pins" unit="">35</metric>
    <metric name="placement_rows" unit="">34</metric>
    <metric name="core_area" unit="mm2">0.008721</metric>
    <metric name="effective_utilization_at_floorplan" unit="%">30.96</metric>
    <metric name="floorplan.die_area" unit="mm2">0.009384</metric>
    <metric name="die_w" unit="um">96.87</metric>
  </group>
  <group name="placed_design">
    <metric name="dp_cells" unit="">473</metric>
    <metric name="place.detailed.hpwl" unit="um">5082</metric>
    <metric name="routabilityCongestion" unit="">0.8724</metric>
    <metric name="pre_cts_ws" unit="ns">2.666</metric>
    <metric name="port_buffers" unit="">34</metric>
    <metric name="place_area" unit="mm2">0.003117</metric>
  </group>
  <group name="yosys">
    <metric name="count_of_unique_library_cells_instantiated_by_yosys" unit="">58</metric>
    <metric name="yosys.area.top_type_share" unit="%">24.47</metric>
    <metric name="yosysCellCount" unit="">339</metric>
    <metric name="yosys_warnings" unit="">1</metric>
    <metric name="top_area_cell" unit="">sky130_fd_sc_hd__dfxtp_1</metric>
    <metric name="asyncSetResetFlopFracSynth" unit="%">0</metric>
    <metric name="postSynthAreaPerCell" unit="um2">7.965</metric>
    <metric name="post_synth_instance_area" unit="mm2">0.002700</metric>
    <metric name="synth-seq-area-share" unit="%">24.47</metric>
    <metric name="postSynthCellCount" unit="">339</metric>
    <metric name="synth-main-ff-cell" unit="">sky130_fd_sc_hd__dfxtp_1</metric>
    <metric name="enable_flop_cells" unit="">0</metric>
    <metric name="yosys_area" unit="mm2">0.002700</metric>
    <metric name="topCellsByArea" unit="">sky130_fd_sc_hd__dfxtp_1 (24%), sky130_fd_sc_hd__xor2_1 (13%), sky130_fd_sc_hd__xnor2_1 (9.1%)</metric>
    <metric name="synth-seq-cells" unit="">33</metric>
  </group>
  <group name="clock_tree">
    <metric name="clock_tree_from_tritoncts" unit="">done</metric>
    <metric name="cts_resized" unit="">0</metric>
    <metric name="post_cts_hold_buffer_count" unit="">0</metric>
    <metric name="clk_transition_reported_paths" unit="ns">0.06</metric>
    <metric name="buffers_inserted_during_post_cts_setup_optimization" unit="">0</metric>
    <metric name="clock.latency.late_pin" unit="ns">0.39</metric>
  </group>
  <group name="worst_setup_path">
    <metric name="path_max_fanout" unit="">30</metric>
    <metric name="critical_path.reg2reg.endpoint" unit="">counter[30]</metric>
    <metric name="regToRegStartpoint" unit="">counter[12]</metric>
    <metric name="critPathArrivalTime" unit="ns">5.63</metric>
    <metric name="critical_path_required" unit="ns">8.65</metric>
    <metric name="critical_path.startpoint_type" unit="">input port</metric>
    <metric name="crit_path_largest_cell_delay" unit="ns">0.74</metric>
    <metric name="crit_top_cell" unit="">sky130_fd_sc_hd__nand4_1</metric>
    <metric name="crit_path_class" unit="">in2reg</metric>
    <metric name="timing.critical_path.slowest_stage_cell" unit="">sky130_fd_sc_hd__nor4_4</metric>
    <metric name="ff2ff_setup_slack" unit="ns">5.45</metric>
    <metric name="cp-end-kind" unit="">flip-flop</metric>
    <metric name="crit_path_cell_trace" unit="">clkdlybuf4s50_1 -&gt; nor4_4 -&gt; nand4_1 -&gt; or3_1 -&gt; xnor2_1 -&gt; nor3_1 -&gt; nand4_1 -&gt; or4_4 -&gt; o21bai_4 -&gt; nor2_1</metric>
    <metric name="reg2regPathDepth" unit="">9</metric>
  </group>
  <group name="routing">
    <metric name="antenna_violating_nets_post_route" unit="">0</metric>
    <metric name="drc_errors" unit="">0</metric>
    <metric name="drt_first_pass_iters" unit="">4</metric>
    <metric name="detailedRoute.firstIterationViolations" unit="">178</metric>
    <metric name="avgRoutedWirePerCell" unit="um">13.88</metric>
    <metric name="via_count" unit="">2463</metric>
    <metric name="avgViaCountPerCell" unit="">5.099</metric>
    <metric name="insertedDiodeCount" unit="">0</metric>
    <metric name="drt-total-wl" unit="um">6706</metric>
  </group>
  <group name="finish">
    <metric name="non_filler_instance_count_after_layout" unit="">483</metric>
    <metric name="design_area" unit="mm2">0.003244</metric>
    <metric name="drive_gt1_share" unit="%">6.133</metric>
    <metric name="area.growth.synth_to_final" unit="%">20.16</metric>
  </group>
  <group name="min_path">
    <metric name="hold_depth" unit="">4</metric>
    <metric name="holdPathEnd" unit="">clk_out</metric>
    <metric name="worst_hold_start" unit="">clk</metric>
    <metric name="holdCritPathClass" unit="">clk2reg</metric>
  </group>
  <group name="job">
    <metric name="warnings" unit="">28</metric>
    <metric name="cap_viol_max_count" unit="">0</metric>
  </group>
</metrics>
## flip-flops by register name, summed over array words and instances (netlist names)
register  cells
counter      32
clk_out       1
## worst max-delay path: cells and delay by family
family	cells	cell delay, ns
compound gates	1	0.62
simple gates	7	2.61
buf+inv	1	0.55
xor+xnor	1	0.15
## cell usage in the layout (no fill, tap or decap), drive strengths merged, types with 6 or more instances in the layout
master,n
xnor2,28
nand2,29
a21oi,6
and3,7
o21ai,8
clkdlybuf4s50,34
clkbuf,10
inv,6
nor3,16
nor4,8
nor2,52
dfxtp,33
nand4,17
nand3,12
xor2,41
or3,9
## through the flow
stage	total power [mW]	util [%]
2_1_floorplan	0.1928	-
3_3_place_gp	0.2223	35.74
3_5_place_dp	0.2222	35.74
4_1_cts	0.3810	37.20
5_1_grt	0.3929	37.20
6_report	0.3765	37.20
## cell families after synthesis
logic type	after synthesis	synth area share [%]
AND-OR/OR-AND	35	9.269
adder cells (fa/ha/maj)	3	1.390
flip-flops	33	24.47
XOR/XNOR	70	23.22
multiplexers	6	2.271
AND/OR/NAND/NOR	177	36.10
buffers and inverters	15	3.290
## cells in the mapped netlist, drive strengths merged, types with 7 or more instances
library cell   n
and3           7
buf            7
dfxtp         33
nand2         29
nand3         12
nand4         17
nor2          52
nor3          16
nor4           8
o21ai          8
or3            9
xnor2         28
xor2          41
## per-layer routing
layer / global-route usage [%] / part of all wire [%] / wire, um / vias up
met2: 23.40 / 46 / 3075 / 69
met4: 2.067 / 1.1 / 75 / 0
met1: 21.56 / 46 / 3113 / 1112
met3: 2.941 / 6.6 / 441 / 7
met5: 0 / 0 / 0 / -
li1: - / - / - / 1275
## cell type report
| cell class | instances | area (um2) |
|---|---|---|
| fill | 898 | 5477 |
| multi-input combinational | 291 | 1951 |
| inverter | 6 | 22.52 |
| tap | 108 | 135.1 |
| timing repair buffer | 35 | 347.8 |
| clock buffer | 10 | 127.6 |
| sequential | 33 | 660.6 |
## worst max path at each step
stage | from | endpoint | slack, ns | cells after the start
4_1_cts | div_val[2] | counter[10] | 3.06 | 10
5_1_grt | div_val[2] | counter[28] | 2.78 | 10
6_report | div_val[2] | counter[30] | 3.01 | 10
## power groups by stage
stage	sequential [mW]	combinational, mW	clock, mW
finish	0.159	0.0596	0.157
CTS	0.159	0.0597	0.162
global route	0.160	0.0653	0.168
No activity file was given, so power comes from the tool's default toggle rates.
